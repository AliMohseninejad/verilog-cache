==> ./run.sh <==
#!/bin/bash
# OpenROAD 26Q1-2900-gdf79404cd8, Yosys 0.63+post, stock flow scripts
make -C /OpenROAD-flow-scripts/flow DESIGN_CONFIG=/design/flow/config.mk WORK_HOME=/design/flow/orfs finish
==> ./config.mk <==
export PLATFORM = sky130hd
export DESIGN_NAME = Top
export DESIGN_NICKNAME = Top
export VERILOG_FILES = /design/flow/design.v
export SDC_FILE = /design/flow/constraint.sdc
export NUM_CORES = 4
export LEC_CHECK = 1
export CORE_UTILIZATION = 40
==> ./constraint.sdc <==
current_design Top

set clk_period 11.9
set clk_io_pct 0.2

create_clock -name clk0 -period $clk_period [get_ports {Clk}]

set non_clock_inputs [all_inputs -no_clocks]
set_input_delay [expr $clk_period * $clk_io_pct] -clock clk0 $non_clock_inputs
set_output_delay [expr $clk_period * $clk_io_pct] -clock clk0 [all_outputs]
==> ./design.v <==
module Cache (
	input [5:0] address,
	input [7:0] WriteData, MemoryToCache,
	input WriteEn,
	input reset,
	input clk,
	output hit, RAMWE,
	output [7:0] ReadData, 
	output reg [7:0] CacheToMemory,
	output reg [5:0] AddressToMemory
) ;
	reg [13:0] Way1 [7:0] ;
	reg [12:0] Way0 [7:0] ;
	wire hit1 ;
	wire hit0 ;
	assign hit1 = ( (Way1[address[2:0]][11]) && (address[5:3] == Way1[address[2:0]][10:8]) ) ;
	assign hit0 = ( (Way0[address[2:0]][11]) && (address[5:3] == Way0[address[2:0]][10:8]) ) ;
	assign hit = hit1 || hit0 ;
	assign ReadData = (hit1)? Way1[address[2:0]][7:0] : Way0[address[2:0]][7:0] ;
	assign RAMWE = (hit)? 1'b0 : ((Way1[address[2:0]][13]) && (Way1[address[2:0]][12])) 
							 || (!(Way1[address[2:0]][13]) && (Way0[address[2:0]][12])) ;
	integer i = 0 ;
	always @(posedge clk)
		begin
			if(reset)
				for (i = 0 ; i < 8 ; i = i + 1)
					begin
						Way1[i] <= 13'd0 ;
						Way0[i] <= 12'd0 ;	
					end
			else
			begin
				if(WriteEn)								 
				begin
					if(hit)	
					begin
						if(hit0)
							begin
								Way0[address[2:0]][12] <= 1'b1 ;
								Way0[address[2:0]][7:0] <= WriteData ;	
							end
						else
							begin
								Way1[address[2:0]][12] <= 1'b1 ;
								Way1[address[2:0]][7:0] <= WriteData ;
							end
					end
					else if(!hit)						 
						if (Way1[address[2:0]][13])
							begin
								if(Way1[address[2:0]][12])
									begin
									CacheToMemory <= Way1[address[2:0]][7:0] ;
									AddressToMemory <= {Way1[address[2:0]][10:8], address[2:0]} ; 
									end
								Way1[address[2:0]][11] <= 1'b1 ;
								Way1[address[2:0]][10:8] <= address[5:3] ; 
								Way1[address[2:0]][12] <= 1'b1 ;
								Way1[address[2:0]][7:0] <= WriteData ;
							end
						else
							begin
								if(Way0[address[2:0]][12])
									begin
										CacheToMemory <= Way0[address[2:0]][7:0] ;
										AddressToMemory <= {Way0[address[2:0]][10:8], address[2:0]} ; 
									end
								Way0[address[2:0]][11] <= 1'b1 ;
								Way0[address[2:0]][10:8] <= address[5:3] ;
								Way0[address[2:0]][12] <= 1'b1 ;
								Way0[address[2:0]][7:0] <= WriteData ;
							end
				end
				else if(!hit)							 
					if (Way1[address[2:0]][13])
						begin
							if (Way1[address[2:0]][12])
								begin
									CacheToMemory <= Way1[address[2:0]][7:0] ;
									AddressToMemory <= {Way1[address[2:0]][10:8], address[2:0]} ;
								end
							Way1[address[2:0]][7:0] <= MemoryToCache ;
							Way1[address[2:0]][10:8] <= address[5:3] ;
							Way1[address[2:0]][11] <= 1'b1 ;	
							Way1[address[2:0]][12] <= 1'b0 ;
						end
					else
						begin
							if (Way0[address[2:0]][12])
								begin
									CacheToMemory <= Way0[address[2:0]][7:0] ;
									AddressToMemory <= {Way0[address[2:0]][10:8], address[2:0]} ;
								end
							Way0[address[2:0]][7:0] <= MemoryToCache ;
							Way0[address[2:0]][10:8] <= address[5:3] ;
							Way0[address[2:0]][11] <= 1'b1 ;	
							Way0[address[2:0]][12] <= 1'b0 ;	
						end
				if (hit)								 
					Way1[address[2:0]][13] <= hit0 ;
				else
					Way1[address[2:0]][13] <= !(Way1[address[2:0]][13]) ;
			end	
		end 
endmodule 
module MemorySystem	(
	input clk,
	input reset,
	input RWB,
	input [5:0] address,
	input [7:0] data,
	output hit,
	output [7:0] MemSysOut 
);
	wire [7:0] MemoryToCache, ReadDataCache, CacheToMemory ;
	wire [5:0] AddressToMemory ;
	wire RAMWE ;
	Cache cache1 (address,data,MemoryToCache,RWB,reset,clk,hit,RAMWE,ReadDataCache,CacheToMemory,AddressToMemory) ;
	RAM ram1 (MemoryToCache,CacheToMemory,reset,address,AddressToMemory,clk,RAMWE,(!hit)) ;
	assign MemSysOut = (RWB) ? 8'd0 : ((hit) ? ReadDataCache : MemoryToCache) ;
endmodule 
module Processor(
	clk,
	start,
	RWB,
	Address,
	Data
);
input clk;
input	start;
output RWB;
output reg[5:0] Address;
output reg[7:0] Data;
reg Addreg;
always@(posedge clk)
begin
	begin
	Data[0] <= start ? 1'b0 : Data[7]^ Data[6];
	Data[6:1] <= start ? 5'b0: Data[5:0];
	Data[7] <= start ? 1'b1 : Data[6];
	Address[0] <= start ? 1'b0 : Address[5]^ Addreg;
	{Addreg,Address[3:1]} <= start ? 4'b0: Address[3:0];
	Address[4]<=0;
	Address[5] <= start ? 1'b1 : Addreg;
	end
end
assign RWB = Data[5];
endmodule
module RAM (ReadData, WriteData, Reset,readAddress,writeAddress, Clk, writeEn,readEn);
  output [7 : 0] ReadData;
  input [7 : 0] WriteData;
  input [5 : 0] readAddress,writeAddress;
  input Clk  ,writeEn , readEn , Reset;
  reg [7 : 0] Memory [0 : 63];
  integer i;
  assign ReadData =(readEn)? Memory[readAddress]:8'bzzzzzzzz;
  always @(posedge Clk)
   if (Reset) begin
	for(i=0;i<64;i=i+1)
      Memory [i] <= 8'b00000000;		
    end else  if (writeEn)
      Memory [writeAddress] <= WriteData;
endmodule
module Top (
	input Clk,
	input Reset,
	output Hit,
	output [7:0] MemSysOut
) ;
	wire RWB ;
	reg start;
	wire [5:0] address ;
	wire [7:0] data ;
	MemorySystem memsys1 (Clk,Reset,RWB,address,data,Hit,MemSysOut) ;
	Processor processor1 (Clk,start,RWB,address,data) ;
	integer k = 0 ;
	always @(posedge Clk)
		begin
			if (k < 3)
				k = k + 1 ;
			if (Reset)
				begin
					k = 0 ;
					start = 0 ;
				end
			if (k == 0)
				start = 1 ;
			if (k == 1)
				start = 0 ;	
		end	
endmodule 
==> flow_summary_export.csv <==
group,metric,value,unit
status,outcome,"complete, no violations",
clocking,clock_sinks,516,
drt,num_vias,16102,
drt,firstDrtPassIters,5,
yosys,ys_seq_share,63.3,%
place,dpl.hpwl,43.1,mm
sta,fin_crit,7.44,ns
sta,tns,0,ns
floorplanning,die_w,244,microns
yosys,avgSynthCellArea,11.7,sq um
drt,viasPerCell,5.71,
yosys,syn-cell-area,23500,sq um
clocking,clk_latency,0.64,ns
clocking,clk_pin_slew,0.07,ns
global_route,grt_pass1_wl,103,mm
clocking,post-cts-setup-buffers,0,
sta,worst_pin_slew,0.962,ns
clocking,clock_path_buffers,3,
setup_path,ff2ff_path_depth,11,
hold_path,whs_endpoint,"processor1.Address[5]$_SDFF_PP1_",
layout,final_cell_area,26400,sq um
global_route,grt_max_degree,56,
layout,nFillCells,5137,
floorplanning,fp_util,40.6,%
floorplanning,die_height,244,microns
yosys,synth_chip_area,23500,sq um
sta,setup_violations,0,
yosys,synth-seq-cells,516,
clocking,ctsResizeCount,0,
floorplanning,fp-row-count,88,
yosys,edf_count,453,
clocking,htreeDepth,2,
yosys,yosys_warnings,5,
flow_run,log.warning_count,25,
layout,area_delta_synth_final,12.4,%
power_and_ir_drop,fin_total_pwr,5.61,mW
power_and_ir_drop,ir_drop,0.150,mV
drt,drt-initial-drc-count,1207,
power_and_ir_drop,powerDensity,213,nW/um^2
drt,wl_per_cell,24.4,microns
sta,maxSlewViolCount,0,
sta,max_slew_margin,34.0,%
drt,drt_drc_violations_left,0,
hold_path,hp-class,"flip-flop to flip-flop",
global_route,antenna_found_initial,0,
setup_path,rr_startpoint,"processor1.Address[0]$_SDFF_PP0_",
clocking,cts_buffers,54,
yosys,synthArstFlopShare,0,%
place,port_buffers,10,
global_route,overflow,0,
yosys,ys_types,72,
sta,max_freq,134,MHz
drt,ant_nets,0,
power_and_ir_drop,power_leakage,9.31,nW
setup_path,ff2ff_setup_slack,6.12,ns
drt,n_antenna_cell,0,
yosys,flop_cell,"edfxtp_1",
floorplanning,core,57900,sq um
layout,final_cell_mix,"edfxtp_1, nor2_1, and2_1",
yosys,ys_cells,2012,
setup_path,r2r-end,"memsys1.ram1.Memory[7][3]$_SDFFCE_PN0P_",
setup_path,cp.arrival,5.06,ns
place,placed_area,24600,sq um
global_route,grt_pass1_vias,16365,
floorplanning,ios,11,
flow_run,cap_violations,0,
place,place.gp.congestion,0.934,
drt,totalWireLength,68.7,mm
sta,hold-worst-slack,0.459,ns
setup_path,path_class,"flip-flop to output pin",
yosys,synthCells,2012,
setup_path,cp-start-kind,"flip-flop",
sta,period_used_share,62.5,%
layout,layout-drive-gt1-share,10.7,%
clocking,cts_tree,"done",
clocking,clock-root-buffer,"clkbuf_16",
clocking,hold_buffers,0,
floorplanning,dieArea,59700,sq um
global_route,grt_usage,25.1,%
hold_path,worstHoldPathCells,1,
layout,layout_top_cell,"edfxtp_1",
hold_path,min-delay-start,"processor1.Addreg$_SDFF_PP0_",
setup_path,worstPathRequired,9.52,ns
sta,final-hold-violation-count,0,
sta,rsz0062_at_grt,"false",
setup_path,path_max_fanout,44,
sta,fin_skew,0.0360,ns
setup_path,end_kind,"output pin",
[per-layer routing]
layer / up-vias / part of all wire [%] / global-route usage [%]
met2: 959 / 45 / 36.3
met1: 7685 / 38 / 34.6
met3: 130 / 14 / 13.9
li1: 7326 / - / -
met4: 2 / 2.8 / 6.12
met5: - / 0.092 / 0.899
[cell usage after synthesis, drive strengths merged, types with 6 or more instances]
library cell | instances | area share [%]
or3 | 13 | 0.37
and2 | 261 | 7.0
nor2b | 19 | 0.52
nor4 | 20 | 0.56
a31o | 7 | 0.26
o21a | 6 | 0.19
dfxtp | 63 | 5.4
inv | 13 | 0.21
a22oi | 101 | 3.2
mux2i | 54 | 2.3
edfxtp | 453 | 58
buf | 24 | 0.45
o22ai | 11 | 0.29
nor3 | 16 | 0.34
mux2 | 18 | 0.86
a221oi | 21 | 0.86
nand3 | 34 | 0.72
nor2 | 307 | 4.9
clkbuf | 114 | 1.8
a21oi | 64 | 1.4
nand2 | 143 | 2.5
o21ai | 90 | 1.9
a22o | 17 | 0.63
xnor2 | 10 | 0.37
xor2 | 21 | 0.78
mux4 | 9 | 0.86
nand4 | 23 | 0.61
and4 | 8 | 0.30
[worst max-delay path by stage]
stage | start | endpoint | slack [ns] | depth (start not counted)
after CTS | processor1.Address[0]$_SDFF_PP0_ | MemSysOut[0] | 4.55 | 9
after global routing | processor1.Address[0]$_SDFF_PP0_ | MemSysOut[7] | 4.27 | 11
final | processor1.Address[0]$_SDFF_PP0_ | MemSysOut[7] | 4.46 | 11
[critical path, stage by stage (launching register included)]
cell and delay (ns):
dfxtp_2 0.71, buf_4 0.63, and2_1 0.60, nand2_1 0.65, o22ai_1 0.43, nor4_1 0.15
a211oi_1 0.19, a31o_2 0.23, mux2i_1 0.09, mux2i_1 0.19, nor2_1 0.06, clkdlybuf4s50_1 0.43
[cell type report]
type                       count  area, sq um  area share, %
clock buffer                  57         1360           5.16
clock inverter                45          458           1.73
inverter                      15         56.3          0.213
multi-input combinational   1343         8080           30.6
sequential                   516        14900           56.3
tap                          765          957           3.63
timing repair buffer          80          621           2.35
[sequential cells by signal, summed over array words and instances (netlist names)]
register / count
memsys1.cache1.CacheToMemory: 8
memsys1.cache1.AddressToMemory: 5
memsys1.cache1.Way0: 96
processor1.Address: 5
processor1.Addreg: 1
memsys1.cache1.Way1: 104
processor1.Data: 8
start: 1
k: 32
memsys1.ram1.Memory: 256
[cells by family after synthesis]
group	share of synthesized area (%)
multiplexers	4.03
flip-flops	63.3
AND-OR/OR-AND	10.2
XOR/XNOR	1.16
AND/OR/NAND/NOR	18.8
buffers and inverters	2.51
adder cells (fa/ha/maj)	0.0533
[power breakdown]
group / internal (mW) / switching, mW
sequential: 2.19 / 0.101
combinational: 0.459 / 1.14
clock: 0.989 / 0.738
total: 3.63 / 1.98
[metrics by stage]
step	setup WS (ns)	instances	util, %
6_report	4.46	2821	45.6
2_1_floorplan	6.45	2012	-
3_5_place_dp	5.26	2719	42.4
3_3_place_gp	5.31	2719	42.4
5_1_grt	4.27	2821	45.6
4_1_cts	4.55	2821	45.6
No activity file was given, so power comes from the tool's default toggle rates.
